<file path="./design.v">
module ALU(
    input [31:0] A,B,
    input [2:0] ALUControl,
    output reg [31:0] ALUOut,
    output reg Zero  
);
    always @(A or B or ALUControl) begin
        case(ALUControl)
            3'b000: ALUOut <= A + B;     
            3'b001: ALUOut <= A - B;     
            3'b010: ALUOut <= A & B;     
            3'b011: ALUOut <= ~(A | B);  
            3'b100: ALUOut <= A | B;     
            3'b101: ALUOut <= A ;        
            3'b110: ALUOut <= B;         
            3'b111: begin                
                if(A == B) begin
                    ALUOut <= 1;
                end
                else begin
                    ALUOut <= 0;
                end
            end  
            default: ALUOut <= 0;
        endcase
    end
    always @(ALUOut) begin
        if(ALUOut ==0) begin
            Zero <=1;
        end
        else begin
            Zero <=0;
        end
    end
endmodule
module ANDGate(
    input A,
    input B,
    output reg Out
);
    assign Out = A & B;
endmodule
module Adder (
    input [31:0] A,
    input [31:0] B,
    output reg [31:0] Sum
);
always @(A,B) begin
    Sum <= A + B;
end
endmodule
module CPU(
    input Clk,
    input Rst,
    output wire Branch, Sig_Mem_Read, Sig_Mem_to_Reg,
               Sig_Mem_Write, ALUSrc, Sig_Reg_Write, Branch_and_ZeroFlag, 
                ZeroFlag,
    output wire [2:0] ALUOp,
    output wire [31:0] Pc_in ,Pc_out, Adder1_out, InstMem_out, 
                Register_1_out, Register_2_out, Mux_out_to_register_data,
                Adder_out_to_mux, Mux_out_to_register_alu,
                ALUOut, DataMemory_out , SignExtend_out
    );
    PC pc(
        .Clk(Clk),
        .Rst(Rst),
        .Pc_in(Pc_in),
        .Pc_out(Pc_out)
    );
    Adder adder1(
        .A(Pc_out),
        .B(32'b00000001),
        .Sum(Adder1_out)
    );
    InstructionMemo im(
        .Clk(Clk),
        .Address(Pc_out),
        .Inst(InstMem_out)
    );
    CU cu(
        .Opcode(InstMem_out[31:28]),
        .Branch(Branch),
        .Sig_Mem_Read(Sig_Mem_Read),
        .Sig_Mem_to_Reg(Sig_Mem_to_Reg),
        .Sig_Mem_Write(Sig_Mem_Write),
        .ALUSrc(ALUSrc),
        .Sig_Reg_Write(Sig_Reg_Write),
        .ALUOp(ALUOp)
    );
    Registers regs(
        .Read_Register_1(InstMem_out[27:23]),
        .Read_Register_2(InstMem_out[22:18]),
        .Write_Register(InstMem_out[27:23]),
        .Write_Data(Mux_out_to_register_data),
        .Sig_Reg_Write(Sig_Reg_Write),
        .Clk(Clk),
        .Read_Data_1(Register_1_out),
        .Read_Data_2(Register_2_out)
    );
    Adder adder2(
        .A(Adder1_out),
        .B({16'b0000000000000000, InstMem_out[15:0]}),
        .Sum(Adder_out_to_mux)
    );
    Mux_2X1 mux1(
        .Select(Branch_and_ZeroFlag),
        .B(Adder_out_to_mux),
        .A(Adder1_out),
        .Q(Pc_in)
    );
    SignExtend se(
        .Inst(InstMem_out[15:0]),
        .Extended(SignExtend_out)
    );
    Mux_2X1 mux2(
        .Select(ALUSrc),
        .A(Register_2_out),
        .B(SignExtend_out),
        .Q(Mux_out_to_register_alu)
    );
    ALU alu(
        .A(Register_1_out),
        .B(Mux_out_to_register_alu),
        .ALUControl(ALUOp),
        .ALUOut(ALUOut),
        .Zero(ZeroFlag)
    );
    DataMemory dm(
        .Address(ALUOut),
        .Write_Data(Register_2_out),
        .Sig_Mem_Write(Sig_Mem_Write),
        .Sig_Mem_Read(Sig_Mem_Read),
        .Clk(Clk),
        .Read_Data(DataMemory_out)
    );
    Mux_2X1 mux3(
        .Select(Sig_Mem_to_Reg),
        .A(ALUOut),
        .B(DataMemory_out),
        .Q(Mux_out_to_register_data)
    );
    ANDGate and1(
        .A(Branch),
        .B(ZeroFlag),
        .Out(Branch_and_ZeroFlag)
    );
endmodule
module CU(
  input [3:0] Opcode,
  output reg  Branch,  
              Sig_Mem_Read,  
              Sig_Mem_to_Reg,  
              Sig_Mem_Write,  
              ALUSrc,  
              Sig_Reg_Write,  
  output reg [2:0] ALUOp
);
always @(Opcode) begin
    if (Opcode == 4'b0010)   
    begin
      Branch = 0;
      Sig_Mem_Read = 0;
      Sig_Mem_to_Reg = 0;
      Sig_Mem_Write = 0;
      ALUSrc = 0;
      Sig_Reg_Write = 1;
      ALUOp = 3'b000;
    end
    else if (Opcode == 4'b1111)   
    begin
      Branch = 1;
      Sig_Mem_Read = 0;
      Sig_Mem_to_Reg = 0;
      Sig_Mem_Write = 0;
      ALUSrc = 0;
      Sig_Reg_Write = 0;
      ALUOp = 3'b101;
    end
    else if (Opcode == 4'b1110)   
    begin
      Branch = 1;
      Sig_Mem_Read = 0;
      Sig_Mem_to_Reg = 0;
      Sig_Mem_Write = 0;
      ALUSrc = 0;
      Sig_Reg_Write = 0;
      ALUOp = 3'b111;
    end
    else if (Opcode == 4'b0011)   
    begin
      Branch = 0;
      Sig_Mem_Read = 0;
      Sig_Mem_to_Reg = 0;
      Sig_Mem_Write = 0;
      ALUSrc = 0;
      Sig_Reg_Write = 1;
      ALUOp = 3'b011;
    end
    else if (Opcode == 4'b0001)   
    begin
      Branch = 0;
      Sig_Mem_Read = 0;
      Sig_Mem_to_Reg = 0;
      Sig_Mem_Write = 0;
      ALUSrc = 0;
      Sig_Reg_Write = 1;
      ALUOp = 3'b100;
    end
    else if (Opcode == 4'b0000)   
    begin
      Branch = 0;
      Sig_Mem_Read = 0;
      Sig_Mem_to_Reg = 0;
      Sig_Mem_Write = 0;
      ALUSrc = 0;
      Sig_Reg_Write = 1;
      ALUOp = 3'b010;
    end
    else if (Opcode == 4'b0110)   
    begin
      Branch = 0;
      Sig_Mem_Read = 0;
      Sig_Mem_to_Reg = 0;
      Sig_Mem_Write = 0;
      ALUSrc = 0;
      Sig_Reg_Write = 1;
      ALUOp = 3'b001;
    end
    else if (Opcode == 4'b1000)   
    begin
      Branch = 0;
      Sig_Mem_Read = 1;
      Sig_Mem_to_Reg = 1;
      Sig_Mem_Write = 0;
      ALUSrc = 1;
      Sig_Reg_Write = 1;
      ALUOp = 3'b110;
    end
    else if (Opcode == 4'b1010)   
    begin
      Branch = 0;
      Sig_Mem_Read = 0;
      Sig_Mem_to_Reg = 0;
      Sig_Mem_Write = 1;
      ALUSrc = 1;
      Sig_Reg_Write = 0;
      ALUOp = 3'b110;
    end
    else if (Opcode == 4'b0111)   
    begin
      Branch = 0;
      Sig_Mem_Read = 0;
      Sig_Mem_to_Reg = 0;
      Sig_Mem_Write = 0;
      ALUSrc = 1;
      Sig_Reg_Write = 1;
      ALUOp = 3'b110;
    end
    else begin   
      Branch = 0;
      Sig_Mem_Read = 0;
      Sig_Mem_to_Reg = 0;
      Sig_Mem_Write = 0;
      ALUSrc = 0;
      Sig_Reg_Write = 0;
      ALUOp = 3'b000;
    end
  end
endmodule
module DataMemory(
  input Sig_Mem_Write,Sig_Mem_Read, Clk,
  input reg [31:0] Address,Write_Data,
  output reg [31:0] Read_Data
);
reg [31:0] MemReg[31:0];
always @(posedge Clk)
begin
  if(Sig_Mem_Read==1) begin
      Read_Data <= MemReg[Address];
  end
  else if(Sig_Mem_Write==1) begin
	    MemReg[Address] <=Write_Data;
  end
end
endmodule
module InstructionMemo(
    input Clk,
    input [31:0] Address,
    output reg [31 : 0] Inst
);
    reg [31 : 0] Mem [0 : 1023];
    initial begin
        Mem[0] <= 32'h7000000a;  
        Mem[1] <= 32'h7100000c;  
        Mem[2] <=32'hff80000e; 
        Mem[14] <= 32'ha0000000;  
    end
    always @(posedge Clk) begin
        Inst <= Mem[Address];
    end
endmodule
module PC (
    input Clk, Rst,
    input [31:0] Pc_in,
    output reg [31:0] Pc_out
    );
initial begin
    Pc_out = 0;
end
always @(posedge Clk )
    begin
        if(Rst == 1)
            Pc_out <= 0;
        else
            Pc_out <= Pc_in;
    end
endmodule
module SignExtend(
    input [15:0] Inst,
    output reg [31:0] Extended
);
always @(Inst) begin
    Extended <= {16'b0000000000000000, Inst};
end
endmodule
module Mux_2X1 (
    input Select,
    input wire [31:0] A, B,
    output reg [31:0] Q
);
always @(Select or A or B) begin
    if (Select == 0)
        Q <= A;
    else
        Q <= B;
    end
endmodule
module Registers (
    input [4:0] Read_Register_1, Read_Register_2, Write_Register,  
    input [31:0] Write_Data,  
    input Clk,Sig_Reg_Write,  
    output reg [31:0] Read_Data_1, Read_Data_2  
    );
    reg [31:0] Registers [0:31];  
    initial begin
        Registers[0] = 32'h00000000;  
        Registers[1] = 32'h00000000;  
        Registers[2] = 32'h00000000;  
        Registers[31] = 32'h00000000;  
    end
    assign Read_Data_1 = Registers[Read_Register_1];
    assign Read_Data_2 = Registers[Read_Register_2];
    always @(posedge Clk) begin
        if (Sig_Reg_Write == 1) begin
            Registers[Write_Register] <= Write_Data;
        end
    end
endmodule
</file>
<file path="./run.sh">
#!/bin/bash
# OpenROAD 26Q1-2900-gdf79404cd8, Yosys 0.63+post, stock flow scripts
make -C /OpenROAD-flow-scripts/flow DESIGN_CONFIG=/design/flow/config.mk WORK_HOME=/design/flow/orfs finish
</file>
<file path="./config.mk">
export PLATFORM = sky130hd
export DESIGN_NAME = CPU
export DESIGN_NICKNAME = CPU
export VERILOG_FILES = /design/flow/design.v
export SDC_FILE = /design/flow/constraint.sdc
export NUM_CORES = 4
export LEC_CHECK = 1
export CORE_UTILIZATION = 40
export SYNTH_MEMORY_MAX_BITS = 65536
</file>
<file path="./constraint.sdc">
current_design CPU

set clk_period 20.1
set clk_io_pct 0.2

create_clock -name clk0 -period $clk_period [get_ports {Clk}]

set non_clock_inputs [all_inputs -no_clocks]
set_input_delay [expr $clk_period * $clk_io_pct] -clock clk0 $non_clock_inputs
set_output_delay [expr $clk_period * $clk_io_pct] -clock clk0 [all_outputs]
</file>
==> results.json <==
{
  "ys_cells": 1683,
  "global_route.overflow_total": 0,
  "leakage_nw": 7.327,
  "cap_violations": 0,
  "initCoreUtil_pct": 40.54,
  "hold_viol": 0,
  "cts_tree": "done",
  "rsz0062_at_grt": "false",
  "warning_count": 95,
  "coreArea_um2": 36520,
  "sw_frac_of_total_pct": 40.73,
  "finalSetupViolCount": 0,
  "drive_above_1_share_pct": 7.339,
  "routed_wl_mm": 56.82,
  "gp_congestion": 0.9601,
  "min_path_type": "reg -> reg",
  "numCtsBuffers": 17,
  "p_seq_share_pct": 29.0,
  "postRouteAntennaNets": 0,
  "synthToLayoutAreaGrowth_pct": 24.11,
  "synth.distinct_cells": 99,
  "p_clk_share_pct": 21.2,
  "drc": 0,
  "relSlewSlack_pct": 34.22,
  "grt_pass1_wl_mm": 85.04,
  "antenna_found_initial": 0,
  "syn_area_per_cell_um2": 8.798,
  "maxSlewViolCount": 0,
  "worstPathMaxFanout": 35,
  "required_ns": 16.08,
  "period_needed_ns": 11.85,
  "timing.fmax_mhz": 84.42,
  "fin_crit_sh_pct": 58.93,
  "drt-initial-drc-count": 1163,
  "ys_sh_xor_pct": 4.614,
  "finalPower_mw": 1.508,
  "grt_pass1_vias": 13333,
  "viasPerCell": 5.692,
  "htreeDepth": 4,
  "simple_gate_share_pct": 20.22,
  "ys_async_sr_fraction_pct": 0,
  "ys_sh_aoi_pct": 16.88,
  "dieWidth_um": 194.4,
  "syn_inst": 1683,
  "die_h_um": 194.4,
  "nFillCells": 3409,
  "combPwrFrac_pct": 49.8,
  "clock_path_buffers": 2,
  "ir_drop_mv": 0.06710,
  "wl_met3_mm": 4.972,
  "p_int_mw": 0.8939,
  "ys.flop_type": "edfxtp_1",
  "rows": 70,
  "post_cts_buffers": 0,
  "synth_flops": 165,
  "io_pins": 397,
  "synthTopLogicFamily": "simple AND/OR/NAND/NOR gates",
  "mux_share_pct": 5.797,
  "power_density_nw_per_um2": 82.07,
  "clk_pin_slew_worst_paths_ns": 0.07,
  "worstSetupStartpointType": "flop",
  "worst_pin_slew_ns": 0.9868,
  "diodes": 0,
  "status": "finished clean",
  "wl_per_cell_um": 23.64,
  "dieArea_um2": 37790,
  "comb_area_um2": 8790,
  "grtUsageTotal_pct": 31.12,
  "yosysSeqAreaShare_pct": 30.96,
  "final.setup.tns_ns": 0,
  "postCtsHoldBufs": 0,
  "fa_ha_area_share_pct": 9.447,
  "drt-met1-wl_mm": 24.29,
  "post_cts_resized": 0,
  "synth-edff-count": 128,
  "clk_latency_ns": 0.46,
  "skew_ns": 0.01615,
  "p_switching_mw": 0.6143,
  "cts_root_buf": "clkbuf_16",
  "via_count": 13679,
  "cp.arrival_ns": 7.83,
  "path_class": "reg -> out",
  "ys_area_um2": 14810,
  "route.met2.wl_mm": 26.38,
  "grt_max_degree": 50,
  "ys_warn_count": 12,
  "regArea_um2": 4589,
  "synth_area_um2": 14810,
  "cp-end-kind": "primary output",
  "clock_sinks": 165,
  "dpl.hpwl_mm": 42.52,
  "firstDrtPassIters": 5,
  "final_core_util_pct": 50.32,
  "portBuffers": 312,
  "top_layer_used": "met4"
}
[layout by cell type (no fill, tap or decap), drive strengths merged, types with 8 or more instances in the layout]
cell type / count
mux2i: 19
nor3: 40
and3: 37
ha: 107
mux2: 11
dfxtp: 37
buf: 36
a31oi: 20
inv: 125
o31ai: 17
a21o: 17
a211oi: 22
nand2: 95
o22ai: 11
and4: 21
xnor2: 55
or2: 8
nand3: 43
xor2: 23
a21oi: 143
mux4: 24
nor2: 121
a221oi: 8
nor4: 22
nor3b: 22
conb: 84
edfxtp: 128
nand4: 22
or4: 9
clkdlybuf4s50: 312
clkbuf: 19
or3: 12
o211ai: 20
and2: 15
nor2b: 25
o21ai: 61
nand2b: 48
[through the flow]
step / cells / instance area, um^2 / worst slack (ns) / hold WS [ns]
2_1_floorplan: 1765 / 15110 / 10.73 / 0.4519
3_3_place_gp: 2371 / 17820 / 8.806 / 0.5379
3_5_place_dp: 2371 / 17820 / 8.776 / 0.5403
4_1_cts: 2403 / 18380 / 8.248 / 0.5586
5_1_grt: 2403 / 18380 / 8.000 / 0.5947
6_report: 2403 / 18380 / 8.255 / 0.5550
[final timing paths]
kind / from / endpoint / slack (ns) / depth (start not counted)
max: im.Inst[24] / Pc_in[4] / 8.25 / 18
min: pc.Pc_out[0] / pc.Pc_out[0] / 0.56 / 1
max reg2reg: im.Inst[24] / pc.Pc_out[29] / 13.20 / 17
min reg2reg: pc.Pc_out[0] / pc.Pc_out[0] / 0.56 / 1
[power by group through the flow]
stage / clock network (mW) / logic (mW) / registers [mW]
6_report: 0.320 / 0.751 / 0.437
5_1_grt: 0.340 / 0.818 / 0.441
4_1_cts: 0.328 / 0.745 / 0.438
[flip-flops by register name, indices dropped and copies added (netlist names)]
register,flops
im.Inst,5
regs.Registers,128
pc.Pc_out,32
[synth_stat cells, drive strengths merged, types with 12 or more instances]
cell type / instances / area, um^2
nand4: 22 / 137.6
nand3: 43 / 215.2
o211ai: 20 / 155.1
xor2: 23 / 201.4
nor3b: 22 / 165.2
dfxtp: 37 / 740.7
a21oi: 143 / 726.9
xnor2: 55 / 481.7
o31ai: 17 / 127.6
mux4: 24 / 540.5
o21ai: 61 / 305.3
nand2b: 48 / 300.3
clkbuf: 51 / 192.7
mux2i: 19 / 190.2
a211oi: 22 / 165.2
buf: 159 / 1126
nor2b: 25 / 156.4
a31oi: 20 / 125.1
nor2: 121 / 456.7
and2: 15 / 93.84
a21o: 17 / 127.6
and4: 21 / 183.9
nand2: 95 / 359.1
edfxtp: 128 / 3844
inv: 122 / 457.9
ha: 107 / 1339
and3: 37 / 231.5
nor4: 22 / 150.1
or3: 12 / 80.08
nor3: 40 / 205.2
[final cells by class]
class / instances / area share (%)
inverters: 123 / 2.512
clock buffers: 19 / 2.356
well taps: 468 / 3.186
flip-flops and latches: 165 / 24.97
clock inverters: 13 / 0.6741
repair buffers: 348 / 18.47
multi-input cells: 1267 / 47.83
[critical path, stage by stage (launching register included)]
cell	delay [ns]
dfxtp_4	0.56
buf_4	0.64
mux2_2	0.42
o21ai_0	0.32
ha_1	0.26
fa_1	0.23
o21bai_1	0.10
o211ai_1	0.48
nand2_1	0.19
xnor2_1	0.17
a22oi_1	0.18
o21ai_0	0.37
nor4_1	0.83
nand4b_1	0.18
or4b_1	0.61
or2_1	0.46
or3_1	0.48
xnor2_1	0.28
clkdlybuf4s50_1	0.55
[cells by family after synthesis]
| family | Yosys count |
|---|---|
| and+or+nand+nor | 554 |
| AOI/OAI and AO/OA | 387 |
| buffers and inverters | 333 |
| DFF | 165 |
| adders and majority gates | 110 |
| xor gates and xnor gates | 78 |
| muxes | 54 |
| other | 2 |
[routing by layer]
metal,up-vias,GRT usage [%]
met5,-,0
met4,0,5.350
met3,53,9.022
met2,607,48.65
met1,6656,44.64
li1,6363,-
